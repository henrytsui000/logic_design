--- design.v ---
module HW_3_1(input [3:0]A, B, input Cin, 
				output [3:0]sum, output Cout);
wire W[3:0], tmp[3 + 1:0], pin1[3:0], pin2[3:0];
wire[3:0] nB;
assign tmp[0] = Cin;
assign nB = ~B+1;
genvar idx;
generate
	for(idx = 0;idx < 3 + 1 ;idx = idx +1)
	begin: m
		xor (W[idx], 	A[idx], 		nB[idx]);
		xor (sum[idx], W[idx], 		tmp[idx]);
		and (pin1[idx], tmp[idx],	W[idx]);
		and (pin2[idx], A[idx],		nB[idx]);
		or (tmp[idx+1], pin1[idx], pin2[idx]);
	end
endgenerate
assign Cout = tmp[3 + 1];
endmodule
--- run.sh ---
#!/bin/bash
# OpenROAD 26Q1-2900-gdf79404cd8, Yosys 0.63+post, stock flow scripts
make -C /OpenROAD-flow-scripts/flow DESIGN_CONFIG=/design/flow/config.mk WORK_HOME=/design/flow/orfs finish
--- config.mk ---
export PLATFORM = sky130hd
export DESIGN_NAME = HW_3_1
export DESIGN_NICKNAME = HW_3_1
export VERILOG_FILES = /design/flow/design.v
export SDC_FILE = /design/flow/constraint.sdc
export NUM_CORES = 4
export LEC_CHECK = 1
export CORE_AREA = 10 10 70 70
export DIE_AREA = 0 0 80 80
--- constraint.sdc ---
current_design HW_3_1

set clk_period 4.9
set clk_io_pct 0.2

create_clock -name clk0 -period $clk_period

set non_clock_inputs [all_inputs -no_clocks]
set_input_delay [expr $clk_period * $clk_io_pct] -clock clk0 $non_clock_inputs
set_output_delay [expr $clk_period * $clk_io_pct] -clock clk0 [all_outputs]
==> flow_metrics.py <==
# Metrics from the implementation run
metrics = {
    "sta": {
        "setup_viol": 0,
        "finalHoldViolations": 0,
        "slew_violations": 0,
        "whs_ns": 3.04,
        "tightestPinTransition_ns": 0.191,
        "rsz0062_at_grt": "false",
        "setup_slack_ns": 0.273,
        "fmax_mhz": 216,
        "period_minus_slack_ns": 4.63,
        "finalSetupTns_ns": 0,
        "relSlewSlack": 0.872,
        "post-route-period-util": 0.944,
    },
    "power": {
        "p_per_area_nw_per_um2": 111,
        "leakagePower_nw": 0.149,
        "max-vdd-ir-drop_mv": 0.0195,
    },
    "job": {
        "warning_count": 35,
        "max_cap_viol_count": 0,
    },
    "grt": {
        "grt_usage": 0.0177,
        "grt_antenna_before_repair": 0,
        "grt_max_degree": 4,
        "grt_pass1_wl_um": 897,
        "grt_pass1_vias": 146,
        "grt.overflow.total": 0,
    },
    "finish": {
        "nFillCells": 403,
        "combGateArea_um2": 120,
        "area_delta_synth_final_pct": 128,
        "seq_area_um2": 0,
        "fin_util": 0.103,
        "post_route_cells_drive_above_1_share": 0.0323,
        "clkbuf_count": 0,
        "seq_cell_count": 0,
    },
    "critical_path": {
        "crit_required_ns": 3.92,
        "cpPeakStageDelay_ns": 0.56,
        "critical_path_arrival_ns": 3.65,
        "critical_path.top_delay_family": "adder cells",
        "cp-end-kind": "output pin",
        "critPathLaunchType": "primary input",
        "path_class": "primary input to output pin",
        "crit_path_cell_trace": "clkdlybuf4s50_1 -> inv_1 -> ha_1 -> inv_1 -> fa_1 -> fa_1 -> inv_1 -> fa_1 -> clkdlybuf4s50_1",
        "timing.critical_path.buf_inv": 5,
        "critPathMaxFanout": 3,
        "cp_slowest_cell": "clkdlybuf4s50_1",
    },
    "yosys": {
        "netlist_area_um2": 154,
        "synth-cells-yosys": 17,
        "ys_seq_frac": 0,
        "top_cell_area_share": 0.520,
        "area_leaders": "fa_1, inv_1, ha_1",
        "synth_cell_types": 6,
        "yosys.cell_count.top_type": "inv_1",
        "yosysTopAreaCell": "fa_1",
        "synth_warnings": 1,
        "avgSynthCellArea_um2": 9.05,
        "ys_top_cells_by_count": "inv_1, fa_1",
        "yosys_area_um2": 154,
        "postSynthCellCount": 17,
    },
    "route": {
        "wl_met1_um": 263,
        "wirelength_um": 536,
        "route.met2.wl_um": 165,
        "diodes": 0,
        "vias": 142,
        "met3WireLength_um": 107,
        "wl_per_cell_um": 6.96,
        "dr.max_layer_used": "met3",
        "post-route-drc-count": 0,
        "routed_via_density": 1.84,
        "drt_iter0_drc": 0,
        "dr.pass1.iters": 1,
        "ant_nets": 0,
    },
    "die": {
        "rows": 21,
        "dieHeight_um": 80,
        "initCoreUtil": 0.0451,
        "core_area_um2": 3420,
        "io_pins": 14,
        "die-area_um2": 6400,
        "die_x_um": 80,
    },
    "cts": {
        "cts-resized-gates": 0,
        "hold_buffers": 0,
        "cts_setup_buffers": 0,
    },
    "placement": {
        "place.gp.congestion": 0.726,
        "place_hpwl_um": 526,
        "dpl_worst_slack_ns": 0.248,
        "port_buffers": 14,
    },
    "min_path": {
        "hold_path.class": "primary input to output pin",
    },
    "status": {
        "outcome": "completed",
    },
}
power breakdown:
| group | switching, mW | internal, mW |
|---|---|---|
| combinational | 0.0122 | 0.0269 |
| sequential | 0 | 0 |
| clock | 0 | 0 |
cell usage in the layout (no fill, tap or decap):
cell | netlist | routed
xor2_1 | 1 | 1
inv_1 | 9 | 9
fa_1 | 4 | 4
xnor2_1 | 1 | 1
nor3_2 | 1 | 1
ha_1 | 1 | 1
clkdlybuf4s50_1 | 0 | 14
layout make-up:
type               instances  share of cell area
multi-input cells          8               0.342
well taps                 46               0.164
repair buffers            14               0.399
inverters                  9              0.0961
path summary, 6_finish.rpt:
check | endpoint | cells past startpoint | from | slack [ns]
worst min-delay path | sum[1] | 5 | A[1] | 3.04
worst max-delay path | sum[3] | 9 | B[0] | 0.27
cell families after synthesis:
logic type / synth area share
AND/OR/NAND/NOR: 0.0650
adder cells (fa/ha/maj): 0.602
XOR/XNOR: 0.114
buffers and inverters: 0.219
through the flow:
step / power (mW) / std cells / cell area, um^2
after CTS: 0.0399 / 77 / 352
after detailed placement: 0.0397 / 77 / 352
after global placement: 0.0387 / 77 / 352
after global routing: 0.0443 / 77 / 352
after floorplan: 0.00874 / 17 / 154
final: 0.0390 / 77 / 352
metal layers:
layer,GRT usage,up-vias
met3,0.0125,0
met2,0.0185,11
met1,0.0282,59
li1,-,72
met4,0,0
met5,0,-
Power is estimated from default activity; no workload was simulated.
