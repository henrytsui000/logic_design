==> /design/flow/design.v <==
module sorting(a, b, c, d, a_3, b_3, c_3, d_3);
    input [3:0]a,b,c,d;
    wire [3:0]a_1,b_1,c_1,d_1;
    wire [3:0]b_2,c_2;
    output [3:0]a_3,b_3,c_3,d_3;
    assign a_1 = (a>b?a:b);
    assign b_1 = (a>b?b:a);
    assign c_1 = (c>d?c:d);
    assign d_1 = (c>d?d:c);
    assign b_2 = (b_1>c_1?b_1:c_1);
    assign c_2 = (b_1>c_1?c_1:b_1);
    assign a_3 = (a_1>b_2?a_1:b_2);
    assign b_3 = (a_1>b_2?b_2:a_1);
    assign c_3 = (c_2>d_1?c_2:d_1);
    assign d_3 = (c_2>d_1?d_1:c_2);
endmodule
==> /design/flow/run.sh <==
#!/bin/bash
# OpenROAD 26Q1-2900-gdf79404cd8, Yosys 0.63+post, stock flow scripts
make -C /OpenROAD-flow-scripts/flow DESIGN_CONFIG=/design/flow/config.mk WORK_HOME=/design/flow/orfs finish
==> /design/flow/config.mk <==
export PLATFORM = sky130hd
export DESIGN_NAME = sorting
export DESIGN_NICKNAME = sorting
export VERILOG_FILES = /design/flow/design.v
export SDC_FILE = /design/flow/constraint.sdc
export NUM_CORES = 4
export LEC_CHECK = 1
export CORE_AREA = 10 10 103 103
export DIE_AREA = 0 0 113 113
==> /design/flow/constraint.sdc <==
current_design sorting

set clk_period 7.6
set clk_io_pct 0.2

create_clock -name clk0 -period $clk_period

set non_clock_inputs [all_inputs -no_clocks]
set_input_delay [expr $clk_period * $clk_io_pct] -clock clk0 $non_clock_inputs
set_output_delay [expr $clk_period * $clk_io_pct] -clock clk0 [all_outputs]
==> results.sh <==
# yosys + openroad results
export IMPL_fp_utilization_pct=14.20
export IMPL_xor_share_pct=1.486
export IMPL_p_seq_share_pct=0
export IMPL_synthCells=167
export IMPL_place_ws_ps=-236.0
export IMPL_ctsHoldBuffers=0
export IMPL_hold_path_class="in2out"
export IMPL_endpoint_kind="output pin"
export IMPL_routed_wl_um=4514
export IMPL_yosysWarnings=0
export IMPL_vias_per_cell=4.443
export IMPL_design_seq_count=0
export IMPL_mux_area_share_pct=7.537
export IMPL_drtIter0Drc=80
export IMPL_drive_gt1_share_pct=42.06
export IMPL_rsz0062_at_grt="yes"
export IMPL_ant_nets=0
export IMPL_place_gp_congestion=0.8782
export IMPL_grtUsageTotal_pct=6.451
export IMPL_p_int_mw=0.3302
export IMPL_ys_types=32
export IMPL_hpwlAfterDp_um=3639
export IMPL_syn_cell_area_sq_mm=0.001179
export IMPL_slew_headroom_pct=74.57
export IMPL_drv_slew=0
export IMPL_route_detailed_drc=0
export IMPL_cp_start_kind="input pin"
export IMPL_core_sq_mm=0.008299
export IMPL_first_pass_iters=4
export IMPL_antenna_cells=0
export IMPL_die_area_sq_mm=0.01277
export IMPL_fmax_ghz=0.1329
export IMPL_ys_cells=167
export IMPL_crit_chain="clkdlybuf4s50_1 > inv_2 > ha_4 > nor2b_4 > o21ai_2 > a21oi_4 > buf_6 > buf_4 > mux2i_4 > maj3_2 > o21ai_4 > nand2_1 > o21ai_0 > ha_1 > nor2b_1 > o21ai_0 > nand2b_1 > a21oi_2 > a41oi_1 > nand2b_1 > o31ai_2 > a221oi_1 > clkdlybuf4s50_1"
export IMPL_largest_area_cell="ha_1"
export IMPL_io_pins=32
export IMPL_ir_worst_vdd_mv=0.06095
export IMPL_hold_violations=0
export IMPL_cp_slowest_cell="clkdlybuf4s50_1"
export IMPL_row_count=33
export IMPL_finalSetupTns_ps=0
export IMPL_switching_power_mw=0.2749
export IMPL_ys_top_cells_by_count="a21oi_1, ha_1, nand2_1"
export IMPL_syn_area_per_cell_sq_um=7.058
export IMPL_area_growth_syn_to_layout_pct=98.83
export IMPL_clock_buffers=0
export IMPL_top_area_share_pct=19.11
export IMPL_ys_seq_share_pct=0
export IMPL_setup_viol=0
export IMPL_wl_per_cell_um=12.64
export IMPL_fp_dieW_um=113
export IMPL_power_leakage_nw=1.016
export IMPL_crit_family="AND-OR/OR-AND gates"
export IMPL_clockPowerShare_pct=0
export IMPL_area_leaders="ha_1, a221oi_1, a21oi_1"
export IMPL_period_minus_slack_ps=7523
export IMPL_aoi_share_pct=45.97
export IMPL_die_y_um=113
export IMPL_post_route_period_util_pct=98.98
export IMPL_holdPathStages=4
export IMPL_logic_family="AND-OR/OR-AND gates"
export IMPL_yosys_area_sq_mm=0.001179
export IMPL_tool_warnings=34
export IMPL_worst_pin_slew_ps=379.2
export IMPL_routed_via_count=1586
export IMPL_swShare_pct=45.43
export IMPL_arrival_ps=6000
export IMPL_setup_slack_ps=77.20
export IMPL_grt_max_degree=10
export IMPL_p_comb_share_pct=100.0
export IMPL_status="finished, final reports clean"
export IMPL_cpPeakStageDelay_ps=540
export IMPL_grt_overflow=0
export IMPL_cp_max_fo=8
export IMPL_fill_cells=821
export IMPL_portBuffers=32
export IMPL_simple_gate_area_share_pct=16.35
export IMPL_synth_adder_area_share_pct=20.06
export IMPL_worst_path_buf_inv=5
export IMPL_p_per_area_mw_per_mm2=258.2
export IMPL_grt_pass1_vias=1536
export IMPL_max_cap_violations=0
export IMPL_grt_pass1_wl_um=7231
export IMPL_flop_area_sq_um=0
export IMPL_cp_depth=23
export IMPL_path_class="in2out"
export IMPL_antenna_found_initial=0
export IMPL_crit_required_ps=6080
[final cells by class]
| type | instances | area, sq um | share of cell area, % |
|---|---|---|---|
| timing repair buffer | 91 | 789.5 | 33.69 |
| multi-input combinational | 145 | 1363 | 58.14 |
| tap | 105 | 131.4 | 5.606 |
| inverter | 16 | 60.06 | 2.563 |
[routing by layer]
| metal | vias to the layer above | share of wire [%] | track usage (%) |
|---|---|---|---|
| li1 | 821 | - | - |
| met1 | 740 | 46 | 8.284 |
| met2 | 23 | 50 | 11.52 |
| met3 | 2 | 3.7 | 0.9615 |
| met4 | 0 | 0.53 | 0.4230 |
| met5 | - | 0 | 0 |
[metrics by stage]
step / area (sq um) / power (mW) / cells / hold slack (ps) / utilization [%]
6_report: 2344 / 0.6051 / 357 / 3846 / 28.24
5_1_grt: 2344 / 0.6645 / 357 / 3859 / 28.24
4_1_cts: 2123 / 0.5589 / 350 / 3982 / 25.58
3_5_place_dp: 1957 / 0.4976 / 347 / 4114 / 23.58
3_3_place_gp: 1957 / 0.4960 / 347 / 4114 / 23.58
2_1_floorplan: 1179 / 0.2463 / 167 / 3136 / -
[placed cells by master (no fill, tap or decap), types with 4 or more instances in the layout]
cell / count
clkdlybuf4s50_1: 25
a21oi_2: 4
ha_4: 5
nand2_1: 16
a221oi_2: 9
buf_4: 56
ha_1: 11
dlymetal6s2s_1: 6
a21oi_1: 14
o21ai_0: 10
nand2b_1: 5
o31ai_4: 5
a211oi_1: 6
inv_1: 15
nor2_1: 9
mux2i_1: 5
o21ai_1: 5
[cells by family (layout without fill, tap and decap cells)]
kind of cell	count (synthesis)	after routing
adders and majority gates	19	19
buffers and inverters	22	107
xor gates and xnor gates	2	2
muxes	8	8
and+or+nand+nor	41	41
AOI/OAI and AO/OA	75	75
[worst min-delay path, stage by stage]
cell             delay, ps
clkdlybuf4s50_1        450
inv_1                  150
a221oi_2                80
dlymetal6s2s_1         130
[worst paths after layout]
check                 start  slack, ps  endpoint
worst min-delay path   d[0]       3850    d_3[0]
worst max-delay path   b[1]         80    a_3[0]
[power by group through the flow]
stage         combinational [mW]  clock, mW  sequential [mW]
finish                     0.605          0                0
global route               0.665          0                0
CTS                        0.559          0                0
[timing repair]
item                       4_1_cts  5_1_grt
setup endpoints to repair       14       16
resized                         27       36
buffers inserted                 3        7
pin swaps                        4       13
Power figures rest on the tool's default switching activity, not on a simulated workload.
