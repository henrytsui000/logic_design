`design/flow/run.sh`:
```
#!/bin/bash
# OpenROAD 26Q1-2900-gdf79404cd8, Yosys 0.63+post, stock flow scripts
make -C /OpenROAD-flow-scripts/flow DESIGN_CONFIG=/design/flow/config.mk WORK_HOME=/design/flow/orfs finish
```
`design/flow/config.mk`:
```
export PLATFORM = sky130hd
export DESIGN_NAME = one_digit_bcd
export DESIGN_NICKNAME = one_digit_bcd
export VERILOG_FILES = /design/flow/design.v
export SDC_FILE = /design/flow/constraint.sdc
export NUM_CORES = 4
export LEC_CHECK = 1
export CORE_AREA = 10 10 70 70
export DIE_AREA = 0 0 80 80
```
`design/flow/constraint.sdc`:
```
current_design one_digit_bcd

set clk_period 3.9
set clk_io_pct 0.2

create_clock -name clk0 -period $clk_period

set non_clock_inputs [all_inputs -no_clocks]
set_input_delay [expr $clk_period * $clk_io_pct] -clock clk0 $non_clock_inputs
set_output_delay [expr $clk_period * $clk_io_pct] -clock clk0 [all_outputs]
```
`design/flow/design.v`:
```
module one_bit_full_adder(
  input A, B, C_in,
  output C_out, S
);
  wire t1, t2, t3;
  assign t1 = A ^ B;
  assign t2 = t1 & C_in;
  assign t3 = A & B;
  assign S = t1 ^ C_in;
  assign C_out = t2 | t3;
endmodule
module four_bit_full_adder(
  input[3:0] A, B,
  input C_in,
  output C_out,
  output[3:0] S
);
  wire t01, t12, t23;
  one_bit_full_adder b0(A[0], B[0], C_in, t01, S[0]);
  one_bit_full_adder b1(A[1], B[1], t01, t12, S[1]);
  one_bit_full_adder b2(A[2], B[2], t12, t23, S[2]);
  one_bit_full_adder b3(A[3], B[3], t23, C_out, S[3]);
endmodule
module one_digit_bcd(
  input[3:0] A,
  input[3:0] B,
  input C_in,
  output C_out,
  output[3:0] S
);
  wire[3:0] S_tmp;
  wire C_out_tmp, dummy;
  wire[3:0] to_add;
  four_bit_full_adder fa1(A, B, C_in, C_out_tmp, S_tmp);
  assign C_out = (S_tmp[3] & S_tmp[2]) | (S_tmp[3] & S_tmp[1]) | C_out_tmp;
  assign to_add = (C_out << 2) | (C_out << 1);
  four_bit_full_adder fa2(S_tmp, to_add, 1'b0, dummy, S);
endmodule
```
==> flow_summary.ini <==
; implementation run metrics
[run_status]
outcome = finished, violations left
violations = setup timing

[power_and_ir_drop]
p_leak_uw = 0.000163
switchingPower_uw = 25.9
power.density_nw_per_um2 = 193
clkPwrFrac_pct = 0
ir_drop_uv = 36.7
combPwrFrac_pct = 100.0
seqPwrFrac_pct = 0
p_int_uw = 47.6
switching_share_pct = 35.2

[synth]
ys_cells = 21
synth_seq_share_pct = 0
syn-cell-area_um2 = 193
ys_top_logic_family = adder cells
yosys.area_share.simple_pct = 1.95
synth.cellmix.xorXnorShare_pct = 4.55
synthCells = 21
yosys-mux-area-fraction_pct = 0
fa_ha_area_share_pct = 58.4
netlist-cell-type-count = 7
ys_area_um2 = 193
syn_area_per_cell_um2 = 9.18
yosys_warnings = 0
synthAoiAreaFrac_pct = 3.90

[timing]
setup_viol_count_final = 3
finalWorstSetupSlack_ns = -0.112
finalMaxSlewViolations = 0
timing.hold.ws_ns = 2.26
fin_crit_ns = 4.01
totalNegativeSetupSlack_ns = -0.331
worstMarginPinSlew_ns = 0.108
max-slew-margin-rel_pct = 92.8
finalHoldViolCount = 0
clock.fmax_ghz = 0.249
rsz0062_at_grt = true
finalClockPeriodUsage_pct = 103

[job]
cap_viol_max_count = 0
tool_warnings = 35

[setup_path]
cp.required_ns = 3.12
crit_type = primary input to output pin
path_max_fanout = 2
crit_chain = buf_6 -> fa_2 -> inv_2 -> fa_2 -> fa_2 -> inv_2 -> fa_1 -> a21o_1 -> ha_2 -> fa_2 -> xor2_1 -> buf_2
end_kind = output pin
cp.arrival_ns = 3.23
cp_slowest_cell = fa_1
cpLargestDelayFamily = adder cells
timing.critical_path.buf_inv = 4
cp-start-kind = primary input
cpPeakStageDelay_ns = 0.43
timing.critical_path.mode_cell = fa_2

[global_route]
grt_overflow_total = 0
grt_antenna_before_repair = 0
grt_pass1_wl_um = 862
grt_start_max_net_pins = 3
grt_util_all_layers_pct = 1.65
grt_pass1_vias = 192

[hold_path]
hold_path.class = primary input to output pin

[layout]
layout_top_cells = clkdlybuf4s50_1, inv_1, fa_2
final.clkbuf_count = 0
seqCellArea_um2 = 0
mostFrequentLayoutCell = clkdlybuf4s50_1
ff_count = 0
instances_no_fill = 79
area_delta_synth_final_pct = 97.4
drive_gt1_share_pct = 45.5

[detailed_routing]
wire_per_inst_um = 6.33
drc = 0
drt-vias-per-instance = 1.91
routed_wl_um = 500
drtIter0Drc = 0
first_pass_iters = 1
final_antenna_net_count = 0
antenna_cells = 0
num_vias = 151

[placement]
port_buffers = 14
globalplace.congestion = 0.681
hpwl_um = 511
dp.cells = 79

[floorplan]
placementRows = 21
die_w_um = 80
die-area_um2 = 6400
die.size.y_um = 80
core_um2 = 3420
fp_util_pct = 5.64
ios = 14
==> layer usage <==
layer	up-vias	wire length, µm	share of wire (%)	global-route usage, %
li1	77	-	-	-
met1	66	214	43	2.29
met2	8	179	36	2.09
met3	0	106	21	1.25
met4	0	0	0	0
met5	-	0	0	0
==> final cells by class <==
| type | instances | area (µm²) |
|---|---|---|
| multi-input cells | 9 | 145 |
| fillers | 399 | 3040 |
| inverters | 8 | 30.0 |
| well taps | 46 | 57.6 |
| repair buffers | 16 | 148 |
==> cells by family after synthesis <==
| logic type | after synthesis |
|---|---|
| AND-OR/OR-AND | 1 |
| XOR/XNOR | 1 |
| adder cells (fa/ha/maj) | 6 |
| buffers and inverters | 12 |
| AND/OR/NAND/NOR | 1 |
==> synth_stat cells <==
master	instances	area [µm²]
ha_1	1	12.5
inv_1	8	30.0
fa_1	5	100
buf_4	4	30.0
nand2_1	1	3.75
xor2_1	1	8.76
a21o_1	1	7.51
==> power groups by stage <==
| stage | registers, µW | clock network [µW] | logic (µW) |
|---|---|---|---|
| 4_1_cts | 0 | 0 | 76.5 |
| 5_1_grt | 0 | 0 | 86.7 |
| 6_report | 0 | 0 | 73.5 |
==> worst min-delay path, delay by kind of cell <==
family / cells / cell delay [ns]
buffers and inverters: 2 / 0.52
adder cells (fa/ha/maj): 1 / 0.18
==> per-stage QoR <==
stage          instance area, µm²  util, %  setup WS, ns  power [µW]
6_report                      380     11.1        -0.112        73.5
5_1_grt                       380     11.1        -0.260        86.7
4_1_cts                       379     11.1        -0.155        76.5
3_5_place_dp                  385     11.3        -0.921        86.8
3_3_place_gp                  385     11.3        -0.899        84.6
2_1_floorplan                 203        -      -0.00173        48.2
==> final timing paths <==
kind / start / end / slack (ns) / cells past startpoint
max: A[0] / S[3] / -0.11 / 12
min: B[0] / S[0] / 2.26 / 3
==> what timing repair did <==
action                                  CTS  global route
resized                                  26             1
hold buffers                              0             0
pin swaps                                 7             7
setup buffers                             0             0
endpoints found under the setup margin    4             3
Power figures rest on the tool's default switching activity, not on a simulated workload.
